<file path="./design.v">
module Module_HighPassFilter	(	qzt_clk,
					clk_in,
					k,
					Vin,
					Vout);
input		qzt_clk;
input		clk_in;
input	[3:0]	k;
input	[19:0]	Vin;
output	[19:0]	Vout;
reg	[19:0]	Vout;
reg	[19:0]	tmp;
reg	[19:0]	old;
reg		clk_in_old;
always @(posedge qzt_clk) begin
	if (clk_in & !clk_in_old) begin
		tmp<=Vin + ~ (Vin[19]? ({25'b1111111111111111111111111,Vin}>>(k+1)): Vin>>(k+1)) + 1;
		Vout<= old + Vin + ~ (Vin[19]? ({25'b1111111111111111111111111,Vin}>>(k+1)): Vin>>(k+1)) + 1 + ~tmp+1;  
		old<= Vout + ~ (Vout[19]? ({25'b1111111111111111111111111,Vout}>>(k)): Vout>>(k)) + 1;                   
	end
	clk_in_old <= clk_in;
end  
endmodule
</file>
<file path="./run.sh">
#!/bin/bash
# OpenROAD 26Q1-2900-gdf79404cd8, Yosys 0.63+post, stock flow scripts
make -C /OpenROAD-flow-scripts/flow DESIGN_CONFIG=/design/flow/config.mk WORK_HOME=/design/flow/orfs finish
</file>
<file path="./config.mk">
export PLATFORM = sky130hd
export DESIGN_NAME = Module_HighPassFilter
export DESIGN_NICKNAME = Module_HighPassFilter
export VERILOG_FILES = /design/flow/design.v
export SDC_FILE = /design/flow/constraint.sdc
export NUM_CORES = 4
export LEC_CHECK = 1
export CORE_UTILIZATION = 30
</file>
<file path="./constraint.sdc">
current_design Module_HighPassFilter

set clk_period 8.6
set clk_io_pct 0.2

create_clock -name clk0 -period $clk_period [get_ports {qzt_clk}]

set non_clock_inputs [all_inputs -no_clocks]
set_input_delay [expr $clk_period * $clk_io_pct] -clock clk0 $non_clock_inputs
set_output_delay [expr $clk_period * $clk_io_pct] -clock clk0 [all_outputs]
</file>
==> notes.md <==
The flow run is done. The run finished with clean final reports. Nets still carrying antenna violations after routing amount to 0. Per the synthesis report, the dominant area consumer among library cells is sky130_fd_sc_hd__edfxtp_1. Pin count of the biggest net entering global routing landed at 59. Per the Yosys statistics, synthesis produced roughly 800 cells. Average size of a mapped cell landed at 8.992 µm².

Number of gates given a new drive strength after cts landed at 0. Routability-driven placement congestion ratio landed at 0.9215. By instance count, the leading cell after synthesis is sky130_fd_sc_hd__inv_1. Clock skew on the completed layout was measured at approximately 0.010 ns. H-tree depth reported by CTS landed at 3. Max-cap violations in this run came to 0. Measured in cells, the most critical reg-to-reg path has a length of 12. Hold repair after CTS inserted 0 buffers. Number of fill cells in the layout landed at 2,398. TritonCTS built the clock tree. Data arrival time of the critical path landed at 6.82 ns. Average via count per standard cell landed at 4.984.

The worst register-to-register path begins at Vout[16]. Aggregate negative setup slack landed at 0 ns. Setup fix buffers added after clock tree synthesis landed at 0. DRC marker count from the first detailed-route iteration landed at around 270. 46 I/O pins were placed. The initial antenna violation count came to 0.

The script extracted a total leakage power of 3.603 nW. The routed layout reports a DRC error count of 0. Average detailed-routed wire length per instance landed at 16.00 µm. The floorplan step records an initial core utilization of between 30 and 40%. Async set or reset register ratio after synthesis landed at 0%.

Final clock period utilization by the worst path landed at 78.26%. Setup repair after global routing left no endpoint under its margin. After clock tree synthesis, the clock-pin slew on the worst setup and hold paths is 0.06 ns. The synthesized netlist handed to floorplanning was reported with a cell count of 804. The final hold violation count recorded for this run is 0. Detailed-routing iteration count for the pre-antenna-repair pass landed at 5. In this run the register-to-register setup slack is 4.84 ns.

The CTS report gives the tree buffer count as 9. The worst setup path is launched from an input port. Peak ir drop on the vdd network landed at 0.0001470 V.

Counting the warning lines in the Yosys log gives 1. According to the floorplan report, the die width is 157.2 µm. Per STA, the startpoint of the critical path is k[1]. In this run the worst hold path is classified as reg2reg.

Clock period minus final worst setup slack landed at between 6 and 7 ns. Total of flip-flops plus latches after synthesis landed at roughly 61. By startpoint and endpoint, the worst setup path is classified as in2reg. Die extent in y landed at 157.2 µm. Portion of synthesized cell area occupied by the leading cell type landed at 24.92%. The post-synth count of flops with an enable pin is 60. Via count of the routed design landed at 5,791.

Worst-case headroom to the max-slew limit landed at approximately half. In this run the tool buffered the top-level ports with approximately 45 buffer cells. Netlist area before placement landed at between 7000 and 8000 µm². The first global-routing pass estimated around 30 mm of wire. The tree is rooted in a sky130_fd_sc_hd__clkbuf_16.

Hold timing on the final database bottoms out at a slack of 0.7838 ns. The final timing report counts setup violations totalling 0. Pins over their slew limit in the final report were tallied at 0.

The report lists the power per cell area as 392.5 nW/µm². The capture point of the worst register-to-register path is recorded as old[16]. After synthesis, the chip area reported by Yosys is between 7000 and 8000 µm². Number of sinks on the clock net landed at ~60. Total number of warnings across the stage logs landed at 25. The floorplan has 56 rows. In the post-route report, total wirelength is listed as 18.60 mm. Fraction of final layout cells with drive strength greater than 1 landed at 6.762%. Looking at the clock tree report, the maximum root-to-sink buffer count equals 2. Looking at the critical path, the highest net fanout was 25. The number of global-route vias before repair was between 5,000 and 6,000. Share of synthesized area occupied by flip-flops and latches landed at about a quarter. Area added between synthesis and finish landed at 15.16%.

Slew at the pin with the worst max-slew slack landed at 0.7366 ns. The wire-length estimate of the detail-placed layout is 14.74 mm. Global routing finished with a remaining overflow of 0. The worst setup path is captured at a flip-flop.

After floorplanning, the core was sized to cover 23,540 µm². Total antenna diodes in the routed design landed at 0. Distinct cell type count after synthesis landed at 58. By count the netlist is led by sky130_fd_sc_hd__inv_1, sky130_fd_sc_hd__nand2_1, sky130_fd_sc_hd__o21ai_0. Maximum clock frequency landed at 0.1486 GHz.

The skew report gives the latency at the later pin of the worst-skew pair as ~0.35 ns. The most critical setup path has its endpoint at Vout[14]. Full die area landed at 24,720 µm². In the synthesized netlist the dominant register cell turns out to be sky130_fd_sc_hd__edfxtp_1. For reference, the top cells by area after synthesis are sky130_fd_sc_hd__edfxtp_1, sky130_fd_sc_hd__fa_1, sky130_fd_sc_hd__ha_1.

All-layer global routing usage landed at roughly 17%. The critical path endpoint has a required time of 8.69 ns.
[per-layer routing]
metal / global-route usage (%) / vias up / routed length [µm]
met5: 0 / - / 0
met1: 24.92 / 2705 / 8532
met3: 3.168 / 15 / 1181
met2: 26.11 / 175 / 8600
li1: - / 2896 / -
met4: 2.173 / 0 / 282
[how the worst min path moves through the flow]
| stage | startpoint | end | slack (ns) | depth (start not counted) |
|---|---|---|---|---|
| 4_1_cts | old[19] | Vout[19] | 0.79 | 3 |
| 5_1_grt | old[19] | Vout[19] | 0.85 | 3 |
| 6_report | old[19] | Vout[19] | 0.78 | 3 |
[through the flow]
step           total power [mW]  area (µm²)  worst slack (ns)  cells  utilization [%]
6_report                  3.268        8325             1.870   1162            35.36
3_5_place_dp              2.852        8003             1.512   1146            33.99
3_3_place_gp              2.875        8003             1.541   1146            33.99
4_1_cts                   3.295        8325             1.886   1162            35.36
5_1_grt                   3.615        8325             1.504   1162            35.36
2_1_floorplan             2.330        7229             2.682    804                -
[flip-flops by register name, indices dropped and copies added, names as in the netlist]
register and flops:
Vout 20, old 20, tmp 20, clk_in_old 1
[cells by family after synthesis]
kind of cell             after synthesis  share of synthesized area, %
adder cells (fa/ha/maj)               98                         21.11
multiplexers                          54                         9.363
AND-OR/OR-AND                        229                         19.94
XOR/XNOR                              49                         5.936
flip-flops                            61                         25.20
AND/OR/NAND/NOR                      167                         10.57
buffers and inverters                146                         7.874
[cells in the final DEF, fill, tap and decap left out, drive strengths merged, types with 22 or more instances in the layout]
cell,count
fa,40
xnor2,34
edfxtp,60
clkdlybuf4s50,43
nor2,39
o21ai,70
inv,116
a21o,22
ha,58
a21oi,61
nand2,74
mux2i,35
[critical path: stages]
cell and delay (ns):
sky130_fd_sc_hd__clkdlybuf4s50_1 0.45, sky130_fd_sc_hd__buf_4 0.28, sky130_fd_sc_hd__clkinv_1 0.53, sky130_fd_sc_hd__mux4_2 0.64, sky130_fd_sc_hd__o21a_1 0.20, sky130_fd_sc_hd__fa_1 0.48, sky130_fd_sc_hd__inv_1 0.05, sky130_fd_sc_hd__fa_1 0.47
sky130_fd_sc_hd__inv_1 0.04, sky130_fd_sc_hd__ha_1 0.20, sky130_fd_sc_hd__fa_1 0.48, sky130_fd_sc_hd__a211o_1 0.29, sky130_fd_sc_hd__a21oi_1 0.24, sky130_fd_sc_hd__a211oi_1 0.20, sky130_fd_sc_hd__nand2b_4 0.19, sky130_fd_sc_hd__a21boi_0 0.22
sky130_fd_sc_hd__xnor2_1 0.09
[layout make-up]
class | instances | area, µm² | area share, %
Tap cell | 319 | 399.1 | 4.794
Inverter | 116 | 435.4 | 5.230
Timing Repair Buffer | 53 | 500.5 | 6.011
Multi-Input combinational cell | 597 | 4846 | 58.21
Sequential cell | 61 | 1822 | 21.88
Clock buffer | 9 | 225.2 | 2.705
Clock inverter | 7 | 97.59 | 1.172
[where the power goes]
group	internal [mW]	total (mW)	switching (mW)
sequential	0.577	0.693	0.117
combinational	0.994	2.17	1.18
clock	0.255	0.405	0.151
total	1.82	3.27	1.44
Power and IR drop assume default switching activity.

### constraint.sdc
current_design bin2bcd_8_bit

set clk_period 7.0
set clk_io_pct 0.2

create_clock -name clk0 -period $clk_period

set non_clock_inputs [all_inputs -no_clocks]
set_input_delay [expr $clk_period * $clk_io_pct] -clock clk0 $non_clock_inputs
set_output_delay [expr $clk_period * $clk_io_pct] -clock clk0 [all_outputs]
### run.sh
#!/bin/bash
# OpenROAD 26Q1-2900-gdf79404cd8, Yosys 0.63+post, stock flow scripts
make -C /OpenROAD-flow-scripts/flow DESIGN_CONFIG=/design/flow/config.mk WORK_HOME=/design/flow/orfs finish
### design.v
`timescale 1ns / 1ps
 module bin2bcd_8_bit(
    bin,
     bcd
    );
    input [7:0] bin;
    output [11:0] bcd;
    reg [11 : 0] bcd; 
     reg [3:0] i;   
     always @(bin)
        begin
            bcd = 0;  
            for (i = 0; i < 8; i = i+1)  
            begin
                bcd = {bcd[10:0],bin[7-i]};  
                if(i < 7 && bcd[3:0] > 4) 
                    bcd[3:0] = bcd[3:0] + 3;
                if(i < 7 && bcd[7:4] > 4)
                    bcd[7:4] = bcd[7:4] + 3;
                if(i < 7 && bcd[11:8] > 4)
                    bcd[11:8] = bcd[11:8] + 3;  
            end
        end     
endmodule
### config.mk
export PLATFORM = sky130hd
export DESIGN_NAME = bin2bcd_8_bit
export DESIGN_NICKNAME = bin2bcd_8_bit
export VERILOG_FILES = /design/flow/design.v
export SDC_FILE = /design/flow/constraint.sdc
export NUM_CORES = 4
export LEC_CHECK = 1
export CORE_AREA = 10 10 70 70
export DIE_AREA = 0 0 80 80
==> run summary <==
From the run reports.

- The run finished with clean final reports.
- The total count of hold-check failures in the final report reads 0.
- The minimum setup slack in the final design reads 0.168 ns.
- met1 track demand over resource after global routing is 11.3%.
- The via total after detailed routing is roughly 1200.
- Per the GRT log, the top usage layer is met2.
- The largest net degree at the start of global routing is 12.
- The routed layout reports a DRC error count of 0.
- The total of buffers placed on input and output ports reads 16.
- The final count of negative-setup-slack endpoints reads 0.
- The top achievable clock speed reads 0.146 GHz.
- The element type at the critical path start is an input port.
- The initial antenna violation count came to 0.
- The area of the core reads 3420 µm².
- The via count of the first global-routing pass reads 1039.
- The overall fraction of global-route tracks in use reads 8.02%.
- RePlAce ended its routability-driven mode at a weighted congestion of 0.952.
- The violation tally recorded at the end of detailed-routing iteration 0 is 58.
- The horizontal die dimension reported for this design is 80 µm.
- The count of mapped cells out of synthesis is approximately 150.
- The number of search-and-repair iterations in the first detailed-routing pass is 4.
- The worst hold slack after final layout is 2.80 ns.
- The number of cell instances after yosys synthesis reads approximately 150.
- Per the timing report, the biggest fanout along the worst path comes to 9.
- The type of element capturing the critical path reads a primary output.
- The repair_antennas step left the layout with diodes totalling 0.
- The initial utilization of the core area, before any placement, comes to 31.3%.
- The number of sequential storage elements is 0.
- The sequential cells in the finished layout cover a total of 0 µm².
- The total power per unit cell area reads approximately 110 nW/µm².
- The share of cells above drive strength 1 is a little under a quarter.
- OpenROAD reports that the post-layout worst path occupies 97.6% of the period.
- The synthesized area per cell reads around 7.0 µm².
- The data arrival time at the worst-slack endpoint reads between 5 and 6 ns.
- For this design the static power due to leakage is 0.000549 µW.
- For the worst min-delay path, the startpoint reported by OpenROAD is bin[0].
- The fraction of met3 tracks used by global routing is 0.455%.
- The smallest clock period supported by the final layout is computed as 6.83 ns.
- The post-synthesis chip area from yosys is between 1000 and 1500 µm².
- For this run, the number of Yosys warnings is 1.
- The final layout report lists a clock buffer count of 0.
- The first-pass GRT wire length reads 4.53 mm.
- Global routing used 13.2% of the available met2 tracks.
- The synthesis report lists the most area-consuming cells as sky130_fd_sc_hd__ha_1, sky130_fd_sc_hd__a21oi_1, sky130_fd_sc_hd__o21ai_0.
- The vertical die dimension reads 80 µm.
- The area of the die reads 6400 µm².
- The logs give a warning total of 38.
- The count of antenna-violating nets left after detailed routing reads 0.
- During I/O placement, the number of pins put on the boundary was 20.
- The worst setup timing slack at the placement stage is ~0.045 ns.
- Summed over its instances, the top area cell type makes up 11.7% of the synthesized netlist area.
- The portion of the post-synthesis area used by sequential elements reads 0%.
- Tracing the worst setup path back leads to its startpoint at bin[6].
- The mean number of vias per cell reads ~5.5.
- The worst min-delay path category reads input port to primary output.
- Summing every instance area after synthesis gives 1070 µm².
- The cell taking the most area after synthesis is sky130_fd_sc_hd__ha_1.
- The worst vdd rail ir drop is 0.0414 mV.
- The max-cap check violation count is 0.
- The mean routed wirelength per cell reads 12.5 µm.
- In the placement report, post-DP HPWL is listed as around 2.2 mm.
- For the worst setup path, the data required time is 5.60 ns.
- The count of standard-cell rows reads 21.
- The distinct cell type count after synthesis is 59.
- Per the final report, max-transition violations number 0.
- Per the GRT congestion report, total overflow comes to 0.
- The area growth from synthesis to final layout reads 31.4%.
- The aggregate routed wire length is 2.74 mm.
- The worst setup path category is input port to primary output.
stage by stage:
step / TNS, ns / instances / instance area [µm²] / power (µW) / util (%)
6_report: 0 / 219 / 1400 / 158 / 41.1
5_1_grt: -0.00584 / 219 / 1400 / 174 / 41.1
4_1_cts: 0 / 217 / 1320 / 151 / 38.5
3_5_place_dp: 0 / 217 / 1320 / 150 / 38.5
3_3_place_gp: 0 / 217 / 1320 / 149 / 38.5
2_1_floorplan: 0 / 154 / 1070 / 95.8 / -
Yosys cell counts, types with 2 or more instances:
master                      n
sky130_fd_sc_hd__nor4_1     2
sky130_fd_sc_hd__xor2_1     3
sky130_fd_sc_hd__nand3_1    6
sky130_fd_sc_hd__mux2i_1    4
sky130_fd_sc_hd__and3_1     2
sky130_fd_sc_hd__inv_1     13
sky130_fd_sc_hd__o22ai_1    2
sky130_fd_sc_hd__o21bai_1   2
sky130_fd_sc_hd__o221ai_1   2
sky130_fd_sc_hd__nand2_1    9
sky130_fd_sc_hd__ha_1      10
sky130_fd_sc_hd__a211o_1    2
sky130_fd_sc_hd__a21oi_1   12
sky130_fd_sc_hd__o21ai_0   11
sky130_fd_sc_hd__clkbuf_1   4
sky130_fd_sc_hd__nor3_1     5
sky130_fd_sc_hd__buf_6      2
sky130_fd_sc_hd__a211oi_1   3
sky130_fd_sc_hd__buf_4      3
sky130_fd_sc_hd__nand2b_1   2
sky130_fd_sc_hd__a311oi_1   2
sky130_fd_sc_hd__buf_2      4
sky130_fd_sc_hd__xnor2_1    4
sky130_fd_sc_hd__a31oi_1    3
sky130_fd_sc_hd__nor2_1     7
worst max-delay path, stage by stage:
cell	delay [ns]
sky130_fd_sc_hd__clkdlybuf4s50_1	0.42
sky130_fd_sc_hd__inv_1	0.13
sky130_fd_sc_hd__ha_4	0.16
sky130_fd_sc_hd__inv_2	0.04
sky130_fd_sc_hd__ha_4	0.16
sky130_fd_sc_hd__buf_6	0.14
sky130_fd_sc_hd__xor2_4	0.20
sky130_fd_sc_hd__nand3_2	0.12
sky130_fd_sc_hd__a21oi_1	0.06
sky130_fd_sc_hd__or4_4	0.53
sky130_fd_sc_hd__and2_4	0.18
sky130_fd_sc_hd__o21bai_1	0.20
sky130_fd_sc_hd__xnor2_1	0.25
sky130_fd_sc_hd__ha_2	0.26
sky130_fd_sc_hd__inv_1	0.07
sky130_fd_sc_hd__or3_1	0.36
sky130_fd_sc_hd__o311a_1	0.13
sky130_fd_sc_hd__o21ai_1	0.13
sky130_fd_sc_hd__clkdlybuf4s50_1	0.47
what timing repair did:
action / 4_1_cts / 5_1_grt
setup endpoints to repair: 0 / 7
resized: 0 / 13
hold buffers: 0 / 0
setup buffers: 0 / 2
per-layer routing:
layer | part of all wire, % | routed length, µm | vias up
li1 | - | - | 603
met1 | 47 | 1290 | 543
met2 | 47 | 1280 | 44
met3 | 5.1 | 139 | 4
met4 | 1.1 | 31 | 0
met5 | 0 | 0 | -
where the power goes:
part           total [µW]  internal (µW)  leakage [µW]  switching, µW
Clock                   0              0             0              0
Combinational         158           86.8      0.000549           71.5
Sequential              0              0             0              0
Total                 158           86.8      0.000549           71.5
layout by cell type, fill, tap and decap left out, types with 2 or more instances in the layout:
cell and count:
sky130_fd_sc_hd__ha_1 6, sky130_fd_sc_hd__a31oi_1 3, sky130_fd_sc_hd__ha_2 2, sky130_fd_sc_hd__o21bai_1 2
sky130_fd_sc_hd__and3_1 2, sky130_fd_sc_hd__o21ai_0 11, sky130_fd_sc_hd__a21oi_1 11, sky130_fd_sc_hd__ha_4 2
sky130_fd_sc_hd__nor2_1 7, sky130_fd_sc_hd__mux2i_1 4, sky130_fd_sc_hd__a211o_1 2, sky130_fd_sc_hd__nand2b_1 2
sky130_fd_sc_hd__o22ai_1 2, sky130_fd_sc_hd__nand3_1 6, sky130_fd_sc_hd__a211oi_1 3, sky130_fd_sc_hd__conb_1 2
sky130_fd_sc_hd__inv_1 12, sky130_fd_sc_hd__xnor2_1 4, sky130_fd_sc_hd__xor2_1 3, sky130_fd_sc_hd__clkdlybuf4s50_1 16
sky130_fd_sc_hd__a21oi_2 2, sky130_fd_sc_hd__buf_4 15, sky130_fd_sc_hd__nand2_1 9, sky130_fd_sc_hd__nor3_1 5
sky130_fd_sc_hd__o221ai_1 2, sky130_fd_sc_hd__a311oi_1 2
final timing paths:
path,to,depth (start not counted),slack [ns]
setup / recovery,bcd[3],19,0.17
hold / removal,bcd[0],0,2.80
area by class of cell:
cell class | instances | area (µm²)
fill | 327 | 2010
inverter | 13 | 48.8
multi-input combinational | 128 | 1010
tap | 46 | 57.6
timing repair buffer | 32 | 284
cells by family (layout without fill, tap and decap cells):
logic type | Yosys count | count (layout) | synth area share, %
compound gates | 54 | 54 | 35.5
xor+xnor | 9 | 9 | 8.78
fa+ha+maj | 10 | 10 | 11.7
buf+inv | 26 | 45 | 12.1
mux | 6 | 6 | 6.44
other cells | 1 | 2 | 0.351
simple gates | 47 | 47 | 25.2
No activity file was given, so power comes from the tool's default toggle rates.

<file path="./run.sh">
#!/bin/bash
# OpenROAD 26Q1-2900-gdf79404cd8, Yosys 0.63+post, stock flow scripts
make -C /OpenROAD-flow-scripts/flow DESIGN_CONFIG=/design/flow/config.mk WORK_HOME=/design/flow/orfs finish
</file>
<file path="./constraint.sdc">
current_design Module_LowPassFilter

set clk_period 8.2
set clk_io_pct 0.2

create_clock -name clk0 -period $clk_period [get_ports {qzt_clk}]

set non_clock_inputs [all_inputs -no_clocks]
set_input_delay [expr $clk_period * $clk_io_pct] -clock clk0 $non_clock_inputs
set_output_delay [expr $clk_period * $clk_io_pct] -clock clk0 [all_outputs]
</file>
<file path="./design.v">
module Module_LowPassFilter	(	qzt_clk,
					clk_in,
					k,
					Vin,
					Vout);
input		qzt_clk;
input		clk_in;
input	[3:0]	k;
input	[19:0]	Vin;
output	[19:0]	Vout;
reg	[19:0]	Vout;
reg	[19:0]	tmp;
reg	[19:0]	old;
reg		clk_in_old;
always @(posedge qzt_clk) begin
	if (clk_in & !clk_in_old) begin
		tmp<=Vin[19]? ({25'b1111111111111111111111111,Vin}>>(k+1)): Vin>>(k+1);
		Vout<= old + tmp; 
		old<= Vout + ~(Vout[19]? ({25'b1111111111111111111111111,Vout}>>(k)): Vout>>(k))+1+ tmp; 
	end
	clk_in_old <= clk_in;
end  
endmodule
</file>
<file path="./config.mk">
export PLATFORM = sky130hd
export DESIGN_NAME = Module_LowPassFilter
export DESIGN_NICKNAME = Module_LowPassFilter
export VERILOG_FILES = /design/flow/design.v
export SDC_FILE = /design/flow/constraint.sdc
export NUM_CORES = 4
export LEC_CHECK = 1
export CORE_UTILIZATION = 50
</file>
==> notes.md <==
Flow results.

- The peak supply drop is 0.000214 V.
- The via count of the first global-routing pass is ~4,700.
- Per the OpenROAD floorplan log, the area of the core is approximately 0.011 sq mm.
- The starting density of the core is 0.517.
- The finished layout reports a core utilization of 0.592.
- For this run, the final setup violation count is recorded as 0.
- Wires add up to around 15 mm.
- The global-route wire length before repair is 24.4 mm.
- The flow reports an fmax of between 0.15 and 0.2 GHz.
- The clock insertion delay at the later pin of the skew report is around 0.33 ns.
- Summed over all nets, the half-perimeter wirelength after detailed placement is ~11 mm.
- The tally of yosys warning messages is 1.
- The transition time recorded at the tightest slew-check pin is about 0.81 ns.
- The library cells used most frequently in the layout, excluding fill and tap cells, are inv_1 (89), nand2_1 (73), edfxtp_1 (59).
- The number of antenna diodes in the final layout is 0.
- The type of the setup path with the least slack is in2reg.
- According to the floorplan report, the die height is around 110 microns.
- The number of different library cells in the post-synthesis netlist is roughly 52.
- The post-cts hold buffer count is 0.
- The kind of path behind the tightest hold check is reg2reg.
- The cell-mix breakdown from Yosys lists the adder-cell area share as 0.150.
- After detailed routing, the average wire length per cell comes to ~18 microns.
- The number of routed nets with antenna violations is 0.
- The floorplan step set the die width to around 110 microns.
- After synthesis the netlist holds a flip-flop and latch count of about 60.
- After floorplanning, the core was divided into 39 placement rows.
- Hold-check failures listed in the final report amount to 0.
- The setup skew after layout is 0.00961 ns.
- The routed layout reports a DRC error count of 0.
- Across all hold checks on the routed design, the worst slack comes to between 0.5 and 0.6 ns.
- The top fanout value on the critical path is 24.
- After detailed routing, the number of vias per cell comes to 5.85.
- After synthesis, the share of cell area in mux cells is 0.116.
- The area growth from synthesis to layout is 14.5%.
- TritonCTS built the clock tree.
- STA puts the critical path data required time at approximately 8.3 ns.
- The final instance area is 0.00679 sq mm.
- The global routing report lists combined usage of all routing layers as 0.268.
- The number of buffers between clock root and the deepest sink is 2.
- Entering global routing, the biggest net connects 60 pins.
- Yosys shows that the main logic family after synthesis is AND-OR/OR-AND gates.
- Input and output buffers added on the ports amount to around 44.
- After floorplanning, the die was sized to cover 0.0123 sq mm.
- The run finished with clean final reports.
- The number of placed instances, taps included, is between 800 and 900.
- The clock period could shrink to 6.23 ns.
- The worst setup path is launched from an input pin.
- The cell area after synthesis is approximately 0.006 sq mm.
- The share of cells above drive strength 1 is 0.0743.
- Per the post-synthesis stats, the area per cell is ~9.0 sq um.
- In the log, the iteration count for the first detailed-route pass is 7.
- The count of pins over their slew limit is 0.
- The number of antenna violations at the first check in global routing is 0.
- Per the post-CTS timing run, clock transition at the registers of the reported paths is 0.05 ns.
- The root buffer cell is clkbuf_16.
- The power density over the cells is around 340 mW/mm^2.
- Across the run, the number of max-cap violations was 0.
- In this run, post-CTS repair resized a total of 0 instances.
- The leading cell type in the layout, fill and taps excluded is inv_1.
- The top-level I/O count is 46.
- The H-tree level count is 3.
- Setup repair after global routing left no endpoint under its margin.
- The clock drives ~60 sinks.
- The post-synth count of flops with an enable pin is ~60.
- Buffers added to address setup during post-CTS repair amount to 0.
- Across all stage logs, warnings added up to 26.
- The placer's final routability congestion estimate is 0.879.
- Of the total synthesized cell area, the portion taken by AND-OR and OR-AND cells is 0.178.
- The cell area reported after detailed placement is ~0.0065 sq mm.
- The count of vias placed by the detailed router is between 4,000 and 5,000.
- Per the post-synthesis report, the number of cells in the design is 660.
- After the flow finishes, the layout carries non-filler instances totaling 843.
- Per the synthesis report, the simple-gate share of the synthesized area is 0.139.
- TritonCTS created 9 clock buffers.
- The max-slew headroom at the worst pin is 0.459.
- The total grt overflow is 0.
- The synth_stat.txt file lists the number of cells as around 660.
- In this run, the synthesized area fraction spent on xor and xnor cells is recorded as 0.0399.
- The cell leakage power is between 2 and 3 nW.
- Post-synth the commonest register cell is edfxtp_1.
- The synthesis area per yosys is around 0.006 sq mm.
- The critical path data arrival time is 6.30 ns.
- Per the log, the first TritonRoute iteration ended with a DRC count of just over 300.
- The final worst-path cycle share is 0.760.
- In the final timing run, aggregate negative setup slack is 0 ns.
- The post-synthesis sequential area ratio is 0.302.
- STA classifies the critical path endpoint as a register.
- The proportion of register bits with asynchronous set or reset after synthesis is 0.
[path summary, 6_finish.rpt]
kind	from	end	slack [ns]	depth (start not counted)
setup / recovery	k[0]	old[18]$_DFFE_PP_	1.97	13
hold / removal	old[0]$_DFFE_PP_	Vout[0]$_DFFE_PP_	0.54	1
setup reg to reg	Vout[16]$_DFFE_PP_	old[18]$_DFFE_PP_	3.55	11
hold reg to reg	old[0]$_DFFE_PP_	Vout[0]$_DFFE_PP_	0.54	1
[critical path, cell delays in order]
cell,delay (ns)
buf_2,0.40
buf_4,0.33
mux4_2,0.58
mux4_2,0.49
fa_1,0.49
inv_1,0.07
fa_1,0.46
a21o_1,0.20
a21boi_0,0.27
o22ai_1,0.27
a211oi_1,0.64
o21ai_0,0.26
xor2_1,0.18
[metal layers]
metal,share of wire,up-vias,wire [microns],track usage
met5,0,-,0,0
li1,-,2426,-,-
met1,0.43,2320,6370,0.410
met2,0.47,161,6930,0.409
met4,0.027,0,403,0.0587
met3,0.075,25,1120,0.0686
[registers in the layout, indices dropped and copies added (netlist names)]
register	cells
Vout	20
old	20
tmp	19
clk_in_old	1
[through the flow]
stage / power, mW / worst slack (ns)
final: 2.34 / 1.97
after global routing: 2.55 / 1.71
after CTS: 2.34 / 1.97
after detailed placement: 1.93 / 1.64
after global placement: 1.91 / 1.64
after floorplan: 1.58 / 2.77
[synthesized netlist by cell type, types with 15 or more instances]
library cell | instances | area, sq um
mux2i_1 | 24 | 240
clkbuf_1 | 15 | 56.3
nor2_1 | 53 | 199
xnor2_1 | 15 | 131
nand2_1 | 73 | 274
a21oi_1 | 43 | 215
mux4_2 | 16 | 360
inv_1 | 89 | 334
fa_1 | 20 | 400
edfxtp_1 | 59 | 1770
ha_1 | 39 | 488
a211oi_1 | 20 | 150
o21ai_0 | 40 | 200
[logic make-up (layout without fill, tap and decap cells)]
logic type / count (synthesis) / in the layout
AOI/OAI and AO/OA: 166 / 166
xor gates and xnor gates: 27 / 27
adders and majority gates: 59 / 59
buffers and inverters: 115 / 155
DFF: 60 / 60
muxes: 48 / 48
and+or+nand+nor: 185 / 185
[layout make-up]
| cell class | count | area, sq um |
|---|---|---|
| clock inverters | 6 | 78.8 |
| repair buffers | 49 | 468 |
| well taps | 143 | 179 |
| fillers | 952 | 4680 |
| clock buffers | 10 | 229 |
| flip-flops and latches | 60 | 1790 |
| inverters | 90 | 338 |
| multi-input cells | 485 | 3710 |
[power by group]
group          internal, mW  switching [mW]  total, mW
clock network         0.263           0.134      0.397
logic                 0.605           0.764       1.37
registers             0.503          0.0658      0.569
total                  1.37           0.964       2.34
Power is estimated from default activity; no workload was simulated.
